<file path="run.sh">
#!/bin/bash
# OpenROAD 26Q1-2900-gdf79404cd8, Yosys 0.63+post, stock flow scripts
make -C /OpenROAD-flow-scripts/flow DESIGN_CONFIG=/design/flow/config.mk WORK_HOME=/design/flow/orfs finish
</file>
<file path="config.mk">
export PLATFORM = sky130hd
export DESIGN_NAME = driver
export DESIGN_NICKNAME = driver
export VERILOG_FILES = /design/flow/design.v
export SDC_FILE = /design/flow/constraint.sdc
export NUM_CORES = 4
export LEC_CHECK = 1
export CORE_UTILIZATION = 30
</file>
<file path="constraint.sdc">
current_design driver

set clk_period 1.0
set clk_io_pct 0.2

create_clock -name clk0 -period $clk_period [get_ports {clock}]

set non_clock_inputs [all_inputs -no_clocks]
set_input_delay [expr $clk_period * $clk_io_pct] -clock clk0 $non_clock_inputs
set_output_delay [expr $clk_period * $clk_io_pct] -clock clk0 [all_outputs]
</file>
<file path="design.v">
module add #(parameter LANES = 1)(input clock, input reset,
 input wire [32*LANES-1:0] ra,
 input wire [32*LANES-1:0] rb,
 output wire [32*LANES-1:0] ry);
    reg [32-1:0] cc;
    reg [32*LANES-1:0] sry;
    assign ry = sry;
    always @(posedge clock) begin
        if (reset) begin
            cc <= 0;
        end
        else begin
            cc <= cc + 1'b1;
        end
    end
    genvar i;
    for (i = 0; i < LANES; i=i+1) begin
        always @(posedge clock) begin
            if (reset) begin
                sry[32*i+:32] <= 0;
            end
            else begin
                sry[32*i+:32] <= ra[32*i+:32] + rb[32*i+:32];
            end
        end
    end
endmodule
module driver (
    input  wire          clock,
    input  wire          reset,
    input  wire [32-1:0] opcode,
    input  wire [32-1:0] id,
    input  wire [32-1:0] in,
    input  wire [32-1:0] addr,
    output reg [32-1:0] out
);
    reg [32*4-1:0] wr_a;
    reg [32*4-1:0] wr_b;
    wire [32*4-1:0] ar_y;
    always@(opcode or id or in or addr)  begin
        case(opcode)
            32'd0 : begin  out = 32'hdeadbeef;
            end
            32'd1 : begin
                case(id)
                    32'd1 : wr_a[32*addr+:32] = in; 
                    32'd2 : wr_b[32*addr+:32] = in; 
                endcase
            end
            32'd2 : begin
                case(id)
                    32'd0 : out = 0; 
                    32'd3 : out = ar_y[32*addr+:32]; 
                endcase
            end
        endcase
    end
      genvar i;
      generate
        for(i = 1; i <= 4; i=i+1) begin
            add #(.LANES(1)) dut (.clock(clock), .reset(reset),
                    .ra(wr_a[32*i-1:32*(i-1)]), .rb(wr_b[32*i-1:32*(i-1)]), .ry(ar_y[32*i-1:32*(i-1)]));
        end
      endgenerate
endmodule
</file>
==> run notes <==
- most frequently placed logic cell in the final layout: sky130_fd_sc_hd__dlxtn_1
- Vias per Instance: 4.906
- clock period minus final worst setup slack: 0.6714 ns
- power spent charging and discharging nets: 6013 uW
- switching portion of total power: 31.64%
- count of instantiated cells in the yosys netlist: 1610
- count of hold buffers inserted by post-cts repair: 0
- Top cell area share: 28.61%
- diodes inserted: 0
- Hold EP: genblk1[2].dut.sry[31]
- cell type with the largest total area: sky130_fd_sc_hd__dlxtn_1
- DRC violation total after the first TritonRoute iteration: 586
- half-perimeter wire length after placement: 32170 microns
- start point of the worst hold path: reset
- setup repair after global routing missed its margin: false
- # Max-Cap Violations: 0
- post-synthesis instance total: 1610
- number of routed nets with antenna violations: 0
- final-report max-slew violation count: 0
- count of library flops with an enable pin: 0
- slew at the pin closest to its max-slew limit: 0.7626 ns
- average wire per cell in the routed design: 16.52 microns
- count of unique library cells instantiated by Yosys: 67
- leakage power of the design: 0.007997 uW
- count of input and output buffers: 156
- final hold violation count: 0
- total setup violations reported at the end of the flow: 0
- critical path's top delay family: AND-OR/OR-AND gates
- synthesized area: 0.01510 sq mm
- critical path, cell by cell: buf_4 -> inv_1 -> and2_1 -> nand3_1 -> o41ai_1 -> a21oi_1 -> o211ai_1
- overall fraction of global-route tracks in use: 16.12%
- post-route design area: 0.01807 sq mm
- maximum number of pins on one net before global-route repair: 59
- headroom to the max-slew limit: 47.85%
- Routability Congestion: 1.020
- Post-synth area hogs: sky130_fd_sc_hd__dlxtn_1 29%, sky130_fd_sc_hd__dfxtp_1 17%, sky130_fd_sc_hd__ha_1 10%
- worst hold-check slack: 0.1325 ns
- Combinational Power Share: 32.5%
- upper clock frequency limit: 1489 MHz
- final clock period utilization by the worst path: 67.14%
- Dominant Register Cell: sky130_fd_sc_hd__dlxtn_1
- global-route congestion overflow total: 0
- number of buffers inserted during clock tree synthesis: 17
- post_cts resized: 0
- worst hold path stage count: 3
- overall die area: 0.05123 sq mm
- wire length of the first global-routing pass: 61970 microns
- mean instance size in the synthesized netlist: 9.379 sq um
- Die Y: 226.3 microns
- Power Internal: 12990 uW
- root buffer selected by CTS: sky130_fd_sc_hd__clkbuf_16
- buffers from clock root to sink, at most: 2
- Worst Path Buf+Inv: 2
- number of warnings in the stage logs: 30
- routed wire length: 40300 microns
- depth of the CTS H-tree: 4
- path type of the worst setup path: primary input to flop
- master of the slowest instance on the critical path: sky130_fd_sc_hd__and2_1
- clock transition time at the flip-flop clock pins of the worst setup and hold paths: 0.05 ns
- buffers inserted by post-CTS timing repair: 0
- count of pins on the block boundary: 162
- Site Rows: 81
- startpoint type of the worst setup path: primary input
- share of synthesized registers carrying an async set or reset: 0%
- fraction of power consumed by sequential logic: 36.4%
- required time of the critical path: 1.30 ns
- commonest cells after routing, fill and taps aside: 288 x sky130_fd_sc_hd__dlxtn_1, 172 x sky130_fd_sc_hd__nor2_1, 153 x sky130_fd_sc_hd__clkdlybuf4s50_1
- area added between synthesis and finish: 19.69%
- post-place instance area: 0.01751 sq mm
- width of the die: 226.3 microns
- vias in the first global route: 11550
- maximum net fanout on the critical path: 4
- number of vias in the routed layout: 11970
- area of the synthesized netlist per yosys stat: 0.01510 sq mm
- CTS tree: built
- clock group share of total power: 31.2%
- status: complete, no violations
- first-pass detailed-route iteration total: 5
- Worst path max stage delay: 0.16 ns
- area of the core region: 0.04925 sq mm
- total of warnings raised by yosys: 2
- worst-case vdd ir drop: 0.001198 V
- Floorplan Utilization: 30.66%
- PnR Total Power: 19000 uW
- worst endpoint data arrival time: 0.97 ns
- Synthesized registers: 416
- DRC viols: 0
- count of unclocked register or latch pins: 288
- ratio of cells with drive above 1 in the final layout: 5.577%
- CP Capture Type: flop
- number of unconstrained endpoints: 320
- initial antenna violation count: 0
- power density cells: 1051 mW/mm^2
- hold crit path type: primary input to flop
-- sequential cells by signal, summed over array words and instances (netlist names) --
signal,count
genblk1.dut.sry,128
wr_a,128
wr_b,128
out,32
-- logic make-up (layout without fill, tap and decap cells) --
group,count (synthesis),after routing,share of synthesized area (%)
AND-OR/OR-AND,408,408,16.95
XOR/XNOR,103,103,5.975
adder cells (fa/ha/maj),128,128,10.81
buffers and inverters,96,261,2.403
flip-flops,128,128,16.97
latches,288,288,28.61
multiplexers,37,37,5.146
AND/OR/NAND/NOR,422,422,13.12
-- area by class of cell --
type / count / area (sq um)
clock buffer: 22 / 454.2
clock inverter: 10 / 111.4
sequential: 416 / 6887
timing repair buffer: 177 / 1744
fill: 4896 / 31180
tap: 664 / 830.8
multi-input combinational: 1098 / 7850
inverter: 52 / 195.2
-- worst min-delay path: stages --
cell and delay (ns):
sky130_fd_sc_hd__buf_4 0.12, sky130_fd_sc_hd__or4_1 0.11, sky130_fd_sc_hd__o211ai_1 0.07
-- per-stage QoR --
| step | util (%) | setup slack (ns) | instances | TNS, ns |
|---|---|---|---|---|
| 3_3_place_gp | 35.54 | -0.08977 | 2407 | -1.203 |
| 5_1_grt | 36.69 | 0.2495 | 2439 | 0 |
| 6_report | 36.69 | 0.3286 | 2439 | 0 |
| 4_1_cts | 36.69 | 0.3593 | 2439 | 0 |
| 2_1_floorplan | - | 0.06377 | 1610 | 0 |
| 3_5_place_dp | 35.54 | -0.09189 | 2407 | -1.552 |
-- power by group through the flow --
| stage | Clock [uW] | Sequential [uW] | Combinational (uW) |
|---|---|---|---|
| finish | 5920 | 6910 | 6170 |
| global route | 6260 | 7030 | 6870 |
| CTS | 6050 | 6910 | 6150 |
-- cells in the mapped netlist (20+ instances only) --
library cell	count
sky130_fd_sc_hd__a21o_1	66
sky130_fd_sc_hd__a21oi_1	124
sky130_fd_sc_hd__clkbuf_1	35
sky130_fd_sc_hd__dfxtp_1	128
sky130_fd_sc_hd__dlxtn_1	288
sky130_fd_sc_hd__ha_1	124
sky130_fd_sc_hd__inv_1	52
sky130_fd_sc_hd__mux4_2	32
sky130_fd_sc_hd__nand2_1	83
sky130_fd_sc_hd__nand3_1	23
sky130_fd_sc_hd__nand4_1	24
sky130_fd_sc_hd__nor2_1	172
sky130_fd_sc_hd__nor2b_1	25
sky130_fd_sc_hd__nor4_1	20
sky130_fd_sc_hd__o21ai_0	101
sky130_fd_sc_hd__xnor2_1	57
sky130_fd_sc_hd__xor2_1	46
-- routing by layer --
metal / up-vias / track usage (%) / wire [microns]
met5: - / 0 / 0
met4: 0 / 1.744 / 483
met3: 27 / 3.956 / 3033
met2: 343 / 25.38 / 17480
met1: 5561 / 23.56 / 19310
li1: 6035 / - / -
-- how the worst max path moves through the flow --
stage	startpoint	end	slack [ns]	depth (start not counted)
CTS	reset	genblk1[2].dut.sry[29]	0.36	5
global route	reset	genblk1[2].dut.sry[31]	0.25	7
finish	reset	genblk1[2].dut.sry[31]	0.33	7
No activity file was given, so power comes from the tool's default toggle rates.
